$ cat flow/config.mk
export PLATFORM = sky130hd
export DESIGN_NAME = control
export DESIGN_NICKNAME = control
export VERILOG_FILES = /design/flow/design.v
export SDC_FILE = /design/flow/constraint.sdc
export NUM_CORES = 4
export LEC_CHECK = 1
export CORE_AREA = 10 10 104 104
export DIE_AREA = 0 0 114 114
$ cat flow/constraint.sdc
current_design control

set clk_period 3.6
set clk_io_pct 0.2

create_clock -name clk0 -period $clk_period [get_ports {clk}]

set non_clock_inputs [all_inputs -no_clocks]
set_input_delay [expr $clk_period * $clk_io_pct] -clock clk0 $non_clock_inputs
set_output_delay [expr $clk_period * $clk_io_pct] -clock clk0 [all_outputs]
$ cat flow/design.v
module alu_decoder (
    input wire [1:0] alu_op,
    input wire op_5,
    input wire [2:0] funct3,
    input wire funct7_5,
    output reg [3:0] alu_ctrl
);
    always @(*) begin
        case (alu_op)
            2'b00: alu_ctrl = 4'b0000;
            2'b01: begin
                case(funct3)
                    3'b000, 3'b001: alu_ctrl = 4'b0001;
                    3'b100, 3'b101: alu_ctrl = 4'b1001;
                    3'b110, 3'b111: alu_ctrl = 4'b1010;
                endcase
            end
            2'b10: begin
                case (funct3)
                    3'b000: alu_ctrl = (funct7_5 & op_5) ? 4'b0001 : 4'b0000;
                    3'b100: alu_ctrl = 4'b0011;
                    3'b110: alu_ctrl = 4'b0100;
                    3'b111: alu_ctrl = 4'b0101;
                    3'b001: alu_ctrl = 4'b0110;
                    3'b101: alu_ctrl = (funct7_5 == 0) ? 4'b0111 : 4'b1000;
                    3'b010: alu_ctrl = 4'b1001;
                    3'b011: alu_ctrl = 4'b1010;
                endcase
            end
        endcase
    end
endmodule
module control (
    input wire clk,
    input wire reset,
    input wire [31:0] instr,
    input wire alu_branch_flag,
    output reg pc_write,
    output reg addr_src,
    output reg mem_write,
    output reg instr_write,
    output reg reg_write,
    output reg [2:0] imm_src,
    output reg [1:0] result_src,
    output wire [3:0] alu_ctrl,
    output reg [1:0] alu_src_a,
    output reg [1:0] alu_src_b,
    output reg [1:0] data_size,
    output reg data_unsigned
);
    reg [3:0] state;
    reg [3:0] next_state;
    wire [6:0] op;
    wire [2:0] funct3;
    wire funct7_5;
    wire op_5;
    reg [1:0] alu_op;
    reg pc_update;       
    reg branch;          
    reg take_branch;     
    always @(*) begin
        take_branch = funct3[0] ^ alu_branch_flag;
    end
    always @(*) begin
        pc_write = pc_update | (branch & take_branch);
    end
    assign op = instr[6:0];
    assign funct3 = instr[14:12];
    assign funct7_5 = instr[30];  
    assign op_5 = op[5];          
    always @(*) begin
        case (op)
            7'b0000011, 7'b0010011, 7'b1100111: imm_src = 3'b000;
            7'b0100011: imm_src = 3'b001;
            7'b1100011: imm_src = 3'b010;
            7'b1101111: imm_src = 3'b011;
            7'b0110111, 7'b0010111: imm_src = 3'b100;
        endcase
    end
    alu_decoder alu_decoder (
        .alu_op(alu_op),
        .funct3(funct3),
        .funct7_5(funct7_5),
        .op_5(op_5),
        .alu_ctrl(alu_ctrl)
    );
    always @(*) begin
        case (op)
            7'b0000011, 7'b0100011: data_size = funct3[1:0];
            default: data_size = 2'b10;
        endcase
        case (op)
            7'b0000011: data_unsigned = funct3[2];
            default: data_unsigned = 1'b0;
        endcase
    end
    always @(posedge clk) begin
        if (reset == 1'b0) begin
            state <= 4'b1111;
        end
        else state <= next_state;
    end
    always @(*) begin
        next_state = 4'b0000;
        case (state)
            4'b1111: next_state = 4'b0000;
            4'b0000: next_state = 4'b0001;
            4'b0001: begin
                case (op)
                    7'b0000011, 7'b0100011: next_state = 4'b0010;
                    7'b0110011: next_state = 4'b0110;
                    7'b0010011: next_state = 4'b0111;
                    7'b1101111: next_state = 4'b1001;
                    7'b1100111: next_state = 4'b1011;
                    7'b1100011: next_state = 4'b1010;
                    7'b0110111: next_state = 4'b1101;
                    7'b0010111: next_state = 4'b1110;
                    default: next_state = 4'b0000;
                endcase
            end
            4'b0010: begin
                case (op)
                    7'b0000011: next_state = 4'b0011;
                    7'b0100011: next_state = 4'b0101;
                    default: next_state = 4'b0000;
                endcase
            end
            4'b0110, 4'b0111, 4'b1001, 4'b1110: next_state = 4'b1000;
            4'b0011: next_state = 4'b0100;
            4'b1011: next_state = 4'b1100;
            4'b0100, 4'b0101, 4'b1000, 4'b1100, 4'b1010, 4'b1101: next_state = 4'b0000;
            default: next_state = 4'b0000;
        endcase
    end
    always @(*) begin
        case (state)
            4'b0000: begin
                instr_write = 1;
                reg_write = 0;
                mem_write = 0;
                pc_update = 1;
                branch = 0;
                addr_src = 1'b0;
                alu_op = 2'b00;
                alu_src_a = 2'b00;
                alu_src_b = 2'b10;
                result_src = 2'b10;
            end
            4'b0001: begin
                instr_write = 0;
                reg_write = 0;
                mem_write = 0;
                pc_update = 0;
                branch = 0;
                alu_op = 2'b00;
                alu_src_a = 2'b01;
                alu_src_b = 2'b01;
            end
            4'b0010: begin
                instr_write = 0;
                reg_write = 0;
                mem_write = 0;
                pc_update = 0;
                branch = 0;
                alu_op = 2'b00;
                alu_src_a = 2'b10;
                alu_src_b = 2'b01;
            end
            4'b0011: begin
                instr_write = 0;
                reg_write = 0;
                mem_write = 0;
                pc_update = 0;
                branch = 0;
                addr_src = 1'b1;
                result_src = 2'b00;
            end
            4'b0100: begin
                instr_write = 0;
                reg_write = 1;
                mem_write = 0;
                pc_update = 0;
                branch = 0;
                result_src = 2'b01;
            end
            4'b0101: begin
                instr_write = 0;
                reg_write = 0;
                mem_write = 1;
                pc_update = 0;
                branch = 0;
                addr_src = 1'b1;
                result_src = 2'b00;
            end
            4'b0111: begin
                instr_write = 0;
                reg_write = 0;
                mem_write = 0;
                pc_update = 0;
                branch = 0;
                alu_op = 2'b10;
                alu_src_a = 2'b10;
                alu_src_b = 2'b01;
            end
            4'b0110: begin
                instr_write = 0;
                reg_write = 0;
                mem_write = 0;
                pc_update = 0;
                branch = 0;
                alu_op = 2'b10;
                alu_src_a = 2'b10;
                alu_src_b = 2'b00;
            end
            4'b1000: begin
                instr_write = 0;
                reg_write = 1;
                mem_write = 0;
                pc_update = 0;
                branch = 0;
                result_src = 2'b00;
            end
            4'b1010: begin
                instr_write = 0;
                reg_write = 0;
                mem_write = 0;
                pc_update = 0;
                branch = 1;
                alu_op = 2'b01;
                alu_src_a = 2'b10;
                alu_src_b = 2'b00;
                result_src = 2'b00;
            end
            4'b1001: begin
                instr_write = 0;
                reg_write = 1;
                mem_write = 0;
                pc_update = 1;
                branch = 0;
                alu_op = 2'b00;
                alu_src_a = 2'b01;
                alu_src_b = 2'b10;
                result_src = 2'b00;
            end
            4'b1011: begin
                instr_write = 0;
                reg_write = 0;
                mem_write = 0;
                pc_update = 1;
                branch = 0;
                alu_op = 2'b00;
                alu_src_a = 2'b10;
                alu_src_b = 2'b01;
                result_src = 2'b10;
            end
            4'b1100: begin
                instr_write = 0;
                reg_write = 1;
                mem_write = 0;
                pc_update = 0;
                branch = 0;
                alu_op = 2'b00;
                alu_src_a = 2'b01;
                alu_src_b = 2'b10;
                result_src = 2'b10;
            end
            4'b1101: begin
                instr_write = 0;
                reg_write = 1;
                mem_write = 0;
                pc_update = 0;
                branch = 0;
                result_src = 2'b11;
            end
            4'b1110: begin
                instr_write = 0;
                reg_write = 0;
                mem_write = 0;
                pc_update = 0;
                branch = 0;
                alu_op = 2'b00;
                alu_src_a = 2'b01;
                alu_src_b = 2'b01;
            end
        endcase
    end
endmodule
$ cat flow/run.sh
#!/bin/bash
# OpenROAD 26Q1-2900-gdf79404cd8, Yosys 0.63+post, stock flow scripts
make -C /OpenROAD-flow-scripts/flow DESIGN_CONFIG=/design/flow/config.mk WORK_HOME=/design/flow/orfs finish
==> reports/results.md <==
| Result | Reported |
|---|---|
| Outcome | finished clean |
| Number of filler cells placed in the layout | 962 |
| F_max | 291 MHz |
| Transition at the pin with the smallest max-transition slack | 0.741 ns |
| Drt total wl | 3.11 mm |
| Summed area of non-filler cells in the final layout | 1790 µm² |
| First-pass GRT wire length | 5.13 mm |
| RD Place Congestion | 0.824 |
| Leakage power figure | 0.714 nW |
| Fin util | 20.6% |
| Worst min-delay path class | flop to flop |
| Ratio of cells with drive above 1 in the final layout | 8.38% |
| Layout overhead on the synthesized area | 43.3% |
| Placed cell areas | 1740 µm² |
| Via count of the first global-routing pass | 1043 |
| Mean post-synth cell area | 8.84 µm² |
| Number of warnings in the stage logs | 48 |
| Number of synthesized register bits | 37 |
| Crit path arrival time | 2.72 ns |
| Ports | 56 |
| Clock insertion delay at the later pin of the skew report | 0.24 ns |
| Post-synthesis cell type count | 39 |
| Peak supply drop | 0.0000960 V |
| Floorplan core density | 14.4% |
| Die outline area | 13000 µm² |
| Ys cells | 141 |
| CTS-repair resized insts | 0 |
| Library cell with the largest summed area after synthesis | sky130_fd_sc_hd__dfxtp_1 |
| First-pass detailed-route iteration total | 4 |
| Largest net degree at the start of global routing | 11 |
| Final Slew Violations | 0 |
| H-Tree Depth | 1 |
| PwrDens | 210 nW/µm² |
| Post-synthesis chip area from yosys | 1250 µm² |
| Congestion Overflow GR | 0 |
| RSZ-0062 raised after global routing | false |
| Number of placement rows | 34 |
| Count of endpoints without a timing constraint | 38 |
| Buffers inserted by post-CTS timing repair | 0 |
| Required time of the critical path | 2.88 ns |
| Register pins left without a clock | 21 |
| Clock buffer count from CTS | 3 |
| Vertical die dimension | 114 µm |
| Clk pin slew, worst setup/hold paths | 0.05 ns |
| Relative slew slack | 50.2% |
| Post-route minimum period | 3.44 ns |
| Worst Slack Setup Final | 0.159 ns |
| Setup total negative slack | 0 ns |
| Number of buffers inserted by hold repair at cts | 0 |
| Top area cells in the synthesized netlist | sky130_fd_sc_hd__dfxtp_1 26%, sky130_fd_sc_hd__dlxtn_1 25%, sky130_fd_sc_hd__nor3_1 4.4% |
| Cell area after technology mapping | 1250 µm² |
| Crit Path Category | input pin to output port |
| TritonCTS clock tree | done |
| Remaining routing DRC violations | 0 |
| Wire length per cell | 10.8 µm |
| Sequential cell area | 636 µm² |
| Vias per cell | 3.69 |
| Max Cap Viol | 0 |
| Area used by multi-input combinational logic | 569 µm² |
| Post-route clock skew | 0.00251 ns |
| Die boundary width | 114 µm |
| Number of antenna violations at the first check in global routing | 0 |
| Total design power | 0.375 mW |
| Critical Path Start Type | input pin |
| Final Non-Filler Cells | 287 |
| Share of the clock period used by the worst path | 95.6% |
| Total global-route track usage | 4.81% |
| Placeable core region | 8680 µm² |
| Number of antenna cells inserted | 0 |
| Antenna-violating nets left | 0 |
| Hold Vio Cnt, Final | 0 |
| Half-perimeter wire length of the detailed placement result | 2.66 mm |
| Fraction of post-synthesis cell area in the top cell type by area | 25.7% |
| Crit. End Element | output port |
| Post-Place Cells | 284 |
| Total number of yosys warnings | 2 |
| Final setup fails | 0 |
| Count of input and output buffers | 34 |
| Maximum fanout along the worst path | 3 |
| Clock Tree Root | sky130_fd_sc_hd__clkbuf_8 |
| Maximum clock path buffer count | 2 |
| Synthesized instance count | 141 |
| Total via count in the routed design | 1058 |
| Number of design-rule violations left by the first detailed-router iteration | 56 |
| Post-route worst hold slack | 0.512 ns |
| Worst slack after detailed placement | 0.132 ns |
[cells in the final DEF, fill, tap and decap left out, types with 4 or more instances in the layout]
cell | Yosys | layout
sky130_fd_sc_hd__clkdlybuf4s50_1 | 0 | 34
sky130_fd_sc_hd__dlxtn_1 | 21 | 21
sky130_fd_sc_hd__dfxtp_1 | 16 | 16
sky130_fd_sc_hd__nor2_1 | 14 | 14
sky130_fd_sc_hd__nand2_1 | 13 | 13
sky130_fd_sc_hd__nor3_1 | 11 | 11
sky130_fd_sc_hd__inv_1 | 7 | 7
sky130_fd_sc_hd__buf_4 | 0 | 5
sky130_fd_sc_hd__nand3_1 | 4 | 4
sky130_fd_sc_hd__and2_1 | 4 | 4
[critical path, cell delays in order]
cell                              delay, ns
sky130_fd_sc_hd__clkdlybuf4s50_1       0.47
sky130_fd_sc_hd__or4bb_1               0.54
sky130_fd_sc_hd__or3_1                 0.36
sky130_fd_sc_hd__nor3_1                0.14
sky130_fd_sc_hd__clkdlybuf4s50_1       0.50
[flip-flops by register name, indices dropped and copies added (netlist names)]
signal and cells:
state 16, alu_src_a 2, imm_src 3, alu_src_b 2
mem_write 1, alu_op 2, pc_update 1, result_src 2
alu_decoder.alu_ctrl 4, branch 1, reg_write 1, addr_src 1
instr_write 1
[area by class of cell]
cell class              instances  share of cell area (%)
well taps                     108                    7.57
inverters                       7                    1.47
flip-flops and latches         37                    35.6
clock buffers                   3                    2.31
repair buffers                 39                    21.2
multi-input cells              93                    31.9
[metal layers]
layer | track usage, % | part of all wire, %
met2 | 7.10 | 41
met4 | 0.501 | 0
met3 | 1.75 | 8.2
met5 | 0 | 0
met1 | 6.82 | 50
[kinds of logic after synthesis]
| group | after synthesis | share of synthesized area, % |
|---|---|---|
| fa+ha+maj | 3 | 3.01 |
| latches | 21 | 25.3 |
| compound gates | 17 | 9.64 |
| xor+xnor | 1 | 0.703 |
| simple gates | 72 | 32.3 |
| buf+inv | 11 | 3.31 |
| flops | 16 | 25.7 |
[power breakdown]
group          leakage, nW  internal [mW]  switching, mW
Clock               0.0216         0.0737         0.0486
Combinational        0.400         0.0305         0.0257
Sequential           0.293          0.193        0.00311
[Yosys cell counts, drive strengths merged]
| library cell | n |
|---|---|
| nor2b | 3 |
| nand3 | 4 |
| dlxtn | 21 |
| nor3b | 1 |
| or2 | 3 |
| or4bb | 1 |
| o2bb2ai | 1 |
| inv | 7 |
| a21o | 2 |
| nor3 | 11 |
| o21ai | 3 |
| a2111oi | 1 |
| nand2 | 13 |
| nand2b | 3 |
| o2111ai | 2 |
| and2 | 4 |
| a21oi | 3 |
| a22oi | 1 |
| xor2 | 1 |
| or4b | 1 |
| a22o | 1 |
| clkbuf | 4 |
| a31oi | 1 |
| and3b | 1 |
| or4 | 4 |
| or3 | 4 |
| ha | 3 |
| a211o | 1 |
| nand3b | 2 |
| nor4 | 3 |
| dfxtp | 16 |
| o41ai | 1 |
| nor2 | 14 |
[path summary, 6_finish.rpt]
| kind | start | endpoint | slack (ns) | cells after the start |
|---|---|---|---|---|
| worst max-delay path | instr[0] | data_unsigned | 0.16 | 5 |
| worst max register to register | state[2]$_DFF_P_ | state[1]$_DFF_P_ | 1.91 | 4 |
| worst min-delay path | state[5]$_DFF_P_ | state[11]$_DFF_P_ | 0.51 | 2 |
| worst min register to register | state[5]$_DFF_P_ | state[11]$_DFF_P_ | 0.51 | 2 |
Power figures rest on the tool's default switching activity, not on a simulated workload.
