## flow/design.v

```verilog
module alu (
    input wire [31:0] src_a,
    input wire [31:0] src_b,
    input wire [3:0] ctrl,
    output reg [31:0] out,
    output reg branch_flag
);
    wire signed [31:0] signed_src_a, signed_src_b;
    assign signed_src_a = src_a;
    assign signed_src_b = src_b;
    always @(*) begin
        case (ctrl)
            4'b0000:   out = src_a + src_b;
            4'b0001: begin
                out = src_a - src_b;
                branch_flag = (out == 0);
            end
            4'b0011:   out = src_a ^ src_b;
            4'b0100:    out = src_a | src_b;
            4'b0101:   out = src_a & src_b;
            4'b0110:   out = src_a << src_b[4:0];
            4'b0111:   out = src_a >> src_b[4:0];
            4'b1000:   out = $signed(src_a) >>> $signed(src_b[4:0]);
            4'b1001: begin
                out = ($signed(src_a) < $signed(src_b)) ? 32'b1 : 32'b0;
                branch_flag = out;
            end
            4'b1010: begin
                out = ($unsigned(src_a) < $unsigned(src_b)) ? 32'b1 : 32'b0;
                branch_flag = out;
            end
            default: out = src_a + src_b;
        endcase
    end
endmodule
```

## flow/run.sh

```bash
#!/bin/bash
# OpenROAD 26Q1-2900-gdf79404cd8, Yosys 0.63+post, stock flow scripts
make -C /OpenROAD-flow-scripts/flow DESIGN_CONFIG=/design/flow/config.mk WORK_HOME=/design/flow/orfs finish
```

## flow/config.mk

```make
export PLATFORM = sky130hd
export DESIGN_NAME = alu
export DESIGN_NICKNAME = alu
export VERILOG_FILES = /design/flow/design.v
export SDC_FILE = /design/flow/constraint.sdc
export NUM_CORES = 4
export LEC_CHECK = 1
export CORE_UTILIZATION = 30
```

## flow/constraint.sdc

```tcl
current_design alu

set clk_period 15.8
set clk_io_pct 0.2

create_clock -name clk0 -period $clk_period

set non_clock_inputs [all_inputs -no_clocks]
set_input_delay [expr $clk_period * $clk_io_pct] -clock clk0 $non_clock_inputs
set_output_delay [expr $clk_period * $clk_io_pct] -clock clk0 [all_outputs]
```

==> impl_metrics.json <==
{
  "arrival_ps": 7970,
  "ys_cells": 1310,
  "grt_start_max_net_pins": 65,
  "final_util": 0.352,
  "wl_per_cell_um": 25.9,
  "dp_hpwl_um": 35000,
  "post_cts_resized": 0,
  "holdPathEnd": "out[1]",
  "finalNonFillerCells": 1725,
  "holdPathStages": 6,
  "netlist-cell-type-count": 85,
  "fin_crit_ps": 11130,
  "power_leakage_nw": 4.13,
  "untimed_endpoints": 2,
  "setup_ws_ps": 4670,
  "place_area_mm2": 0.0102,
  "warning_count": 97,
  "grt-ovfl-total": 0,
  "drv_slew": 0,
  "worstSetupStartpoint": "src_a[15]",
  "rsz0062_at_grt": "false",
  "die-area_mm2": 0.0302,
  "syn_inst": 1310,
  "run_status": "complete, no violations",
  "required_ps": 12640,
  "row_count": 62,
  "hold_buffers": 0,
  "ir_drop_mv": 0.0174,
  "routed_wl_um": 44700,
  "syn-cell-area_mm2": 0.00884,
  "detailedPlace.worstSlack_ps": 4810,
  "setup_viol": 0,
  "fmax_mhz": 89.8,
  "maxCapViolCount": 0,
  "edf_count": 0,
  "areaGrowthSynthToFinish_pct": 15.0,
  "finalHoldViolCount": 0,
  "crit_type": "in -> out",
  "cts_setup_buffers": 0,
  "synth-seq-cells": 1,
  "post-route-period-util": 0.704,
  "yosysTopAreaCell": "ha_1",
  "initCoreUtil": 0.306,
  "unclocked_regs": 1,
  "drive_gt1_frac": 0.0813,
  "drc_errors": 0,
  "io_buffers": 101,
  "slew_headroom": 0.359,
  "avgSynthCellArea_um2": 6.75,
  "core-area_mm2": 0.0289,
  "gp_congestion": 1.05,
  "firstDrtPassIters": 5,
  "io_pins": 101,
  "total_power_mw": 0.410,
  "cp-end-kind": "primary output",
  "worst_slew_pin_slew_ps": 953,
  "top_cell_area_share": 0.137,
  "cp-start-kind": "input port",
  "place_inst": 1724,
  "drt.antenna.violating_nets": 0,
  "die_y_um": 174,
  "grt_util_all_layers": 0.298,
  "final_area_mm2": 0.0102,
  "die_w_um": 174,
  "viasPerCell": 6.34,
  "timing.hold.worst.class": "in -> out",
  "drt_iter0_markers": 1200,
  "ys_top_cells_by_count": "158 x nor2_1, 114 x a21oi_1, 107 x o21ai_0",
  "antenna_found_initial": 1,
  "crit_path_max_fanout": 11,
  "vias": 10937,
  "async_flop_share": 0,
  "ys.flop_type": "dlxtn_1",
  "grt_pass1_vias": 10281,
  "largest_reg_flops": 1,
  "hold_start": "src_b[1]",
  "power_density_mw_per_mm2": 40.3,
  "ys_top_cells_by_area": "ha_1 14%, mux4_2 9.9%, nor2_1 6.7%",
  "synth_warnings": 1,
  "ys_area_mm2": 0.00884,
  "timing.setup.tns_ps": 0,
  "fin_hold_ws_ps": 7580,
  "grt_pass1_wl_um": 67300,
  "top_cell": "nor2_1"
}
critical path, stage by stage:
cell and delay, ps:
clkdlybuf4s50_1 810, inv_1 150, ha_1 490, nor4_1 720, and4_1 330, a32oi_1 120, and3_1 260, a2111oi_0 490
buf_4 210, a21bo_1 150, a221oi_1 100, xnor2_1 190, a221o_1 380, clkdlybuf4s50_1 410
report_power, final:
part | internal [mW] | switching [mW] | total, mW
sequential | 0.000188 | 0.0000159 | 0.000204
combinational | 0.161 | 0.249 | 0.409
clock | 0.0000000162 | 0 | 0.0000000162
cell families (layout without fill, tap and decap cells):
family / after synthesis / after routing / share of synthesized area
AOI/OAI and AO/OA: 491 / 491 / 0.376
and+or+nand+nor: 405 / 405 / 0.214
buffers and inverters: 205 / 235 / 0.0908
adders and majority gates: 99 / 99 / 0.142
muxes: 89 / 89 / 0.156
xor gates and xnor gates: 20 / 20 / 0.0198
latches: 1 / 1 / 0.00170
other: 0 / 1 / 0
cells in the final DEF (no fill, tap or decap), types with 20 or more instances in the layout:
cell type and count:
a211oi_1 22, a21oi_1 114, a221oi_1 24, buf_4 33, clkdlybuf4s50_1 97, ha_1 97
inv_1 98, mux2i_1 47, mux4_2 39, nand2_1 89, nand2b_1 20, nand3_1 24
nor2_1 157, nor3_1 24, o21ai_0 107, o31ai_1 22
per-layer routing:
metal | wire length, µm | track usage
met1 | 19400 | 0.433
met3 | 3900 | 0.0465
met4 | 1450 | 0.0797
met5 | 0 | 0
met2 | 20000 | 0.462
how the worst max path moves through the flow:
| stage | to | slack (ps) | cells after the start |
|---|---|---|---|
| CTS | out[30] | 4800 | 15 |
| global route | out[0] | 4410 | 14 |
| finish | out[31] | 4670 | 14 |
final cells by class:
| class | count | area [µm²] |
|---|---|---|
| fill | 3145 | 18700 |
| multi-input combinational | 1104 | 8050 |
| timing repair buffer | 133 | 1230 |
| tap | 384 | 480 |
| inverter | 102 | 383 |
| sequential | 1 | 15.0 |
| antenna | 1 | 2.50 |
