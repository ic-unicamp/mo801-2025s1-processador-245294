==> flow/design.v <==
module immext (
    input wire [31:0] instr,
    input wire [2:0] imm_src,
    output reg [31:0] out
);
    always @(*) begin
        case (imm_src)
            3'b000: out = { {20{instr[31]}}, instr[31:20] };
            3'b001: out = { {20{instr[31]}}, instr[31:25], instr[11:7] };
            3'b010: out = { {20{instr[31]}}, instr[7], instr[30:25], instr[11:8], 1'b0 };
            3'b011: out = { {12{instr[31]}}, instr[19:12], instr[20], instr[30:21], 1'b0 };
            3'b100: out = { instr[31:12], {12{1'b0}} };
            default: out = 'b0;
        endcase
    end
endmodule
==> flow/run.sh <==
#!/bin/bash
# OpenROAD 26Q1-2900-gdf79404cd8, Yosys 0.63+post, stock flow scripts
make -C /OpenROAD-flow-scripts/flow DESIGN_CONFIG=/design/flow/config.mk WORK_HOME=/design/flow/orfs finish
==> flow/config.mk <==
export PLATFORM = sky130hd
export DESIGN_NAME = immext
export DESIGN_NICKNAME = immext
export VERILOG_FILES = /design/flow/design.v
export SDC_FILE = /design/flow/constraint.sdc
export NUM_CORES = 4
export LEC_CHECK = 1
export CORE_AREA = 10 10 70 70
export DIE_AREA = 0 0 80 80
==> flow/constraint.sdc <==
current_design immext

set clk_period 4.0
set clk_io_pct 0.2

create_clock -name clk0 -period $clk_period

set non_clock_inputs [all_inputs -no_clocks]
set_input_delay [expr $clk_period * $clk_io_pct] -clock clk0 $non_clock_inputs
set_output_delay [expr $clk_period * $clk_io_pct] -clock clk0 [all_outputs]
==> metrics.log <==
[flow] summary of implementation run
[metrics] outcome: finished clean
[metrics] maximum fanout encountered on the critical timing path: 14
[metrics] post-CTS sizing: 0
[metrics] violation tally from detailed-route iteration zero: 33
[metrics] beginning of the worst hold path: instr[25]
[metrics] largest delay contributor family on the critical path: buffers and inverters
[metrics] cell with the largest stage delay on the worst path: sky130_fd_sc_hd__clkdlybuf4s50_1
[metrics] weighted congestion reported at the end of routability-driven placement: 0.734
[metrics] cell count after synthesis: between 70 and 80
[metrics] Detailed Routing Iterations Pass 1: 4
[metrics] Final Critical Period: 3.52 ns
[metrics] overall die height: around 80 um
[metrics] registers: 0
[metrics] CP arrival: 2.72 ns
[metrics] area of the chip: ~6400 um^2
[metrics] cell count listed in synth_stat.txt: about 73
[metrics] post-detailed-route DRC marker count: 0
[metrics] Largest stage delay, worst path: 0.77 ns
[metrics] yosys synthesis chip area: 494 um^2
[metrics] Routed Wire Length: 2580 um
[metrics] first-pass GRT wire length: 3900 um
[metrics] CP startpoint: imm_src[2]
[metrics] number of cells on the critical path: 4
[metrics] mean cell area of the mapped netlist: slightly below 7 um^2
[metrics] register area: 0 um^2
[metrics] fraction of the core area occupied by cells at floorplan: 0.145
[metrics] Yosys warning total: 1
[metrics] Slew HR: 0.625
[metrics] total tool warning count: 39
[metrics] number of endpoints failing setup at the final stage: 0
[metrics] leftover overflow at the end of global routing: 0
[metrics] unique cell type count in the Yosys netlist: 18
[metrics] Cell Area, Placed: between 1000 and 1500 um^2
[metrics] antenna viol nets, final: 0
[metrics] setup repair after global routing missed its margin: false
[metrics] share of the clock period used by the worst path after layout: 0.881
[metrics] Final Hold Violation Tally: 0
[metrics] largest net degree at the start of global routing: 15
[metrics] Die Wd: 80 um
[metrics] cell-by-cell listing of the critical path: clkdlybuf4s50_1, nor3b_4, a21o_1, clkdlybuf4s50_1
[metrics] number of vias per cell: roughly 4.3
[metrics] kind of critical path: in -> out
[metrics] floorplan row count: 21
[metrics] via count of the first global-routing pass: 689
[metrics] sequential element share of the synthesized area: 0
[metrics] startpoint types: input port
[metrics] diodes inserted: 0
[metrics] post-DR wirelength/cell: 14.7 um
[metrics] routed via count: 750
[metrics] Worst Tran Pin Value: ~0.56 ns
[metrics] Max Clk Rate: about 0.28 GHz
[metrics] required time worst endpoint: between 3 and 4 ns
[metrics] Total Routing Usage GR: 0.0763
[metrics] Critical Path End Type: primary output
[metrics] number of maximum-capacitance violations: 0
[metrics] final cell area excluding filler cells: 1140 um^2
[metrics] Core Footprint: 3420 um^2
[metrics] kind of path behind the tightest hold check: in -> out
[metrics] power per cell area: 110 nW/um^2
[metrics] number of buffers and inverters on the critical path: 2
[metrics] Leak Pwr: 0.475 nW
[metrics] number of buffers added on ports: roughly 60
[metrics] number of buffers inserted by post-CTS setup repair: 0
[metrics] netlist area before placement: 494 um^2
[metrics] DPL Wire Length: ~2200 um
[metrics] antenna violations before repair: 0
[metrics] clock buffer count in the final layout: 0
[metrics] Min-Delay Path Depth: 3
[metrics] area growth from synthesis to final layout: 131%
[metrics] maximum ir drop on the vdd rail: 0.0000329 V
[metrics] number of hold buffers added after cts: 0
[metrics] share of cells above drive strength 1: 0.0692
[metrics] Top cell by count, worst path: sky130_fd_sc_hd__clkdlybuf4s50_1
[metrics] post-route setup TNS: 0 ns
[metrics] # IOs: 67
[metrics] max-slew violation total from the final report: 0
==> path summary, 6_finish.rpt <==
kind / slack (ns) / to
setup / recovery: 0.48 / out[20]
hold / removal: 2.54 / out[5]
==> cell usage in the layout (no fill, tap or decap) <==
cell type                         synthesis  final
sky130_fd_sc_hd__o21ai_0                  1      1
sky130_fd_sc_hd__nor2b_1                  9      9
sky130_fd_sc_hd__xor2_4                   1      1
sky130_fd_sc_hd__o22ai_1                  8      8
sky130_fd_sc_hd__nor3_1                   1      1
sky130_fd_sc_hd__inv_1                    1      1
sky130_fd_sc_hd__a21o_1                  10     10
sky130_fd_sc_hd__a211oi_1                 1      1
sky130_fd_sc_hd__nor3b_4                  1      1
sky130_fd_sc_hd__buf_4                    2      7
sky130_fd_sc_hd__and2_1                   2      2
sky130_fd_sc_hd__clkdlybuf4s50_1          0     60
sky130_fd_sc_hd__mux2i_1                  6      6
sky130_fd_sc_hd__a31o_1                   1      1
sky130_fd_sc_hd__a21oi_1                 16     16
sky130_fd_sc_hd__nor2_1                   5      5
==> routing by layer <==
| metal | part of all wire | global-route usage | vias up |
|---|---|---|---|
| li1 | - | - | 382 |
| met5 | 0 | 0 | - |
| met1 | 0.39 | 0.0965 | 347 |
| met2 | 0.57 | 0.140 | 21 |
| met3 | 0.038 | 0.0102 | 0 |
| met4 | 0 | 0 | 0 |
==> cell usage after synthesis (all sizes together) <==
cell	number	area share
nor3	1	0.010
o21ai	1	0.010
a211oi	1	0.015
clkbuf	2	0.015
mux2i	6	0.12
and2	2	0.025
nor2	5	0.038
a31o	1	0.018
a21o	10	0.15
nor2b	9	0.11
a21oi	16	0.16
buf	8	0.12
inv	1	0.0076
xor2	1	0.056
nor3b	1	0.038
o22ai	8	0.10
==> power by group <==
group,switching [W],internal [W],leakage (nW)
clock network,0,0,0
logic,0.0000401,0.0000858,0.475
registers,0,0,0
==> logic make-up after synthesis <==
| group | Yosys count | synth area share |
|---|---|---|
| AND-OR/OR-AND | 37 | 0.458 |
| XOR/XNOR | 1 | 0.0557 |
| buffers and inverters | 11 | 0.139 |
| multiplexers | 6 | 0.122 |
| AND/OR/NAND/NOR | 18 | 0.225 |
==> tightest hold or removal path, cell delays in order <==
cell and delay, ns:
sky130_fd_sc_hd__clkdlybuf4s50_1 0.41, sky130_fd_sc_hd__nor2b_1 0.13, sky130_fd_sc_hd__clkdlybuf4s50_1 0.40
==> metrics by stage <==
step                       power, W  instances  worst slack, ns  utilization  hold slack (ns)
final                      0.000126        176            0.477        0.334             2.54
after global routing       0.000138        176            0.318        0.334             2.57
after CTS                  0.000129        176            0.438        0.334             2.56
after detailed placement   0.000128        176            0.458        0.334             2.56
after global placement     0.000127        176            0.454        0.334             2.55
after floorplan           0.0000434         73             1.79            -             1.66
==> area by class of cell <==
type	count	area [um^2]
fill	365	2280
inverter	1	3.75
multi-input combinational	62	425
tap	46	57.6
timing repair buffer	67	653
Power and IR drop assume default switching activity.
